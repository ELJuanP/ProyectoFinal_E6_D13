$ cat run.sh
#!/bin/bash
# OpenROAD 26Q1-2900-gdf79404cd8, Yosys 0.63+post, stock flow scripts
make -C /OpenROAD-flow-scripts/flow DESIGN_CONFIG=/design/flow/config.mk WORK_HOME=/design/flow/orfs finish
$ cat config.mk
export PLATFORM = sky130hd
export DESIGN_NAME = ALU
export DESIGN_NICKNAME = ALU
export VERILOG_FILES = /design/flow/design.v
export SDC_FILE = /design/flow/constraint.sdc
export NUM_CORES = 4
export LEC_CHECK = 1
export CORE_UTILIZATION = 50
export SYNTH_HDL_FRONTEND = slang
$ cat constraint.sdc
current_design ALU

set clk_period 324.5
set clk_io_pct 0.2

create_clock -name clk0 -period $clk_period

set non_clock_inputs [all_inputs -no_clocks]
set_input_delay [expr $clk_period * $clk_io_pct] -clock clk0 $non_clock_inputs
set_output_delay [expr $clk_period * $clk_io_pct] -clock clk0 [all_outputs]
$ cat design.v
`timescale 1ns/1ns
module ALU(
    input [31:0]EA,
    input [31:0]EB,
    input [3:0]sel,
    output reg[31:0]res,
    output reg flag 
);
always @*
begin
    case(sel)
    4'd0:
    begin 
        res = (EA + EB);
    end
    4'd1:
    begin
        res = (EA - EB);
    end
    4'd2:
    begin
        res = (EA & EB);
    end
    4'd3:
    begin
        res = (EA | EB);
    end
    4'd4:
    begin
        res = (EA < EB)?32'b1 : 32'b0;
    end
    4'd5:
    begin
    res = EA << 0;
    end
    4'd6:
    begin
    res = (EA * EB);
    end
    4'd7:
    begin
    res = (EA / EB);
    end
	4'd8:
    begin
		res = (EA != EB)?32'b0 : 32'b1;
    end
	4'd9:
    begin
		res = (EA > 0)?32'b0 : 32'b1;
    end
    default
    begin
        res = 32'bx;
    end
    endcase
    if (res) 
    begin
        flag <= 0;
    end
    else
    begin
        flag <= 1;
    end
end
endmodule
==> metrics.txt <==
# HELP chip_impl_metric Implementation results
# TYPE chip_impl_metric gauge
chip_impl_metric{name="final_design_area_excluding_fillers",unit="um^2"} 53500
chip_impl_metric{name="number_of_warnings_the_tools_reported",unit=""} 101
chip_impl_metric{name="yosysCellCount",unit=""} 7039
chip_impl_metric{name="muxShareOfSynthArea",unit="%"} 2.55
chip_impl_metric{name="yosys.area_share.simple",unit="%"} 21.3
chip_impl_metric{name="max_stage_delay",unit="ps"} 960
chip_impl_metric{name="wire_per_inst",unit="um"} 28.2
chip_impl_info{name="netlist_logic_family_top",value="adder cells"} 1
chip_impl_metric{name="post_cts_buffers",unit=""} 0
chip_impl_metric{name="row_count",unit=""} 116
chip_impl_metric{name="setup_total_negative_slack",unit="ps"} 0
chip_impl_metric{name="first_global_vias",unit=""} 52100
chip_impl_info{name="cp-end-kind",value="output pin"} 1
chip_impl_metric{name="floorplan.die.height",unit="um"} 320
chip_impl_info{name="outcome",value="complete, no violations"} 1
chip_impl_metric{name="globalplace.congestion",unit=""} 1.12
chip_impl_metric{name="ys_seq_share",unit="%"} 0
chip_impl_metric{name="floorplanUtilization",unit="%"} 50.5
chip_impl_metric{name="dpl.hpwl",unit="um"} 185000
chip_impl_metric{name="swShare",unit="%"} 61.9
chip_impl_metric{name="antenna_violations_before_repair",unit=""} 11
chip_impl_metric{name="synthXorXnorAreaFrac",unit="%"} 7.63
chip_impl_metric{name="drtIter0Drc",unit=""} 5359
chip_impl_info{name="hold_path_class",value="in2out"} 1
chip_impl_metric{name="report.final.hold_viol_count",unit=""} 0
chip_impl_metric{name="power_switching",unit="W"} 0.000349
chip_impl_metric{name="dr.pass1.iters",unit=""} 7
chip_impl_metric{name="ys_types",unit=""} 104
chip_impl_metric{name="grt_max_degree",unit=""} 42
chip_impl_info{name="startpoint_type",value="input pin"} 1
chip_impl_metric{name="finalWirelength",unit="um"} 235000
chip_impl_metric{name="max_slew.worst_pin.slew",unit="ps"} 1140
chip_impl_metric{name="critical_path_arrival",unit="ps"} 150800
chip_impl_metric{name="core",unit="um^2"} 100000
chip_impl_metric{name="max_slew_violation_total_from_the_final_report",unit=""} 0
chip_impl_info{name="criticalPathCategory",value="in2out"} 1
chip_impl_metric{name="cts-resized-gates",unit=""} 0
chip_impl_metric{name="layout.filler_cells",unit=""} 9728
chip_impl_metric{name="io_pins",unit=""} 101
chip_impl_metric{name="synth.cellmix.adderShare",unit="%"} 34.8
chip_impl_metric{name="num_vias",unit=""} 55000
chip_impl_metric{name="ctsHoldBuffers",unit=""} 0
chip_impl_metric{name="vdd.ir_drop.worst",unit="mV"} 0.0376
chip_impl_metric{name="post_drt_via_cell_ratio",unit=""} 6.60
chip_impl_metric{name="drv_cap",unit=""} 0
chip_impl_metric{name="grt_util_all_layers",unit="%"} 46.8
chip_impl_metric{name="total_leakage_power",unit="nW"} 25.5
chip_impl_metric{name="grt_pass1_wl",unit="um"} 344000
chip_impl_metric{name="synthCells",unit=""} 7039
chip_impl_info{name="critPathMostFrequentCell",value="ha_1"} 1
chip_impl_metric{name="dieArea",unit="um^2"} 102000
chip_impl_metric{name="min_period_over_period",unit="%"} 66.5
chip_impl_metric{name="compound_area_share",unit="%"} 26.1
chip_impl_info{name="rsz_0062_raised_after_global_routing",value="no"} 1
chip_impl_metric{name="die.size.x",unit="um"} 320
chip_impl_metric{name="cp_data_required_time",unit="ps"} 259600
chip_impl_metric{name="nClkBuffers",unit=""} 0
chip_impl_metric{name="areaGrowthSynthToFinish",unit="%"} 5.97
chip_impl_metric{name="final_period_minus_worst_setup_slack",unit="ps"} 215700
chip_impl_metric{name="fin_worst_hold_slack",unit="ps"} 131410
chip_impl_info{name="slowest_stage",value="or4_1"} 1
chip_impl_metric{name="pwr_density_cell",unit="nW/um^2"} 10.5
chip_impl_metric{name="remaining_drc_errors",unit=""} 0
chip_impl_metric{name="global_route.overflow_total",unit=""} 0
chip_impl_metric{name="cell_internal_pwr",unit="W"} 0.000214
chip_impl_metric{name="clock.fmax",unit="MHz"} 4.64
chip_impl_metric{name="mappedNetlistArea",unit="um^2"} 50500
chip_impl_metric{name="cp_max_fanout",unit=""} 37
chip_impl_metric{name="post-route-util",unit="%"} 53.5
chip_impl_metric{name="yosysWarnings",unit=""} 0
chip_impl_metric{name="detailed_place.area",unit="um^2"} 53500
chip_impl_metric{name="slew_headroom",unit="%"} 23.4
chip_impl_metric{name="yosys_stat_chip_area",unit="um^2"} 50500
chip_impl_metric{name="setup_viol_count_final",unit=""} 0
chip_impl_metric{name="numPortBuffers",unit=""} 101
chip_impl_metric{name="drive_gt1_share",unit="%"} 5.68
chip_impl_metric{name="sequential_cell_area",unit="um^2"} 0
chip_impl_metric{name="final_antenna_net_count",unit=""} 0
chip_impl_metric{name="average_size_of_a_mapped_cell",unit="um^2"} 7.18
chip_impl_metric{name="numSequentialCells",unit=""} 0
metrics by stage:
stage	instances	power, W	worst slack (ps)
2_1_floorplan	7039	0.000366	125280
3_3_place_gp	8326	0.000537	112760
3_5_place_dp	8326	0.000535	111890
4_1_cts	8326	0.000539	111600
5_1_grt	8326	0.000615	104380
6_report	8335	0.000563	108800
area by class of cell:
class / count / area, um^2 / share of cell area [%]
Inverter: 704 / 2640 / 4.94
Multi-Input combinational cell: 6036 / 46800 / 87.5
Antenna cell: 9 / 22.5 / 0.0421
Tap cell: 1298 / 1620 / 3.03
Timing Repair Buffer: 288 / 2430 / 4.53
synthesized netlist by cell type, types with 30 or more instances:
cell | n | share of area [%]
mux2_2 | 70 | 1.6
xnor2_1 | 272 | 4.7
xor2_1 | 168 | 2.9
o21a_1 | 136 | 2.0
a21oi_1 | 469 | 4.6
nor3_1 | 174 | 1.7
or2_2 | 42 | 0.52
nand4_1 | 59 | 0.73
a31oi_1 | 93 | 1.2
fa_1 | 410 | 16
and2_1 | 49 | 0.61
nor2_1 | 630 | 4.7
o211ai_1 | 78 | 1.2
a21o_1 | 214 | 3.2
mux2i_1 | 50 | 0.99
nand3_1 | 161 | 1.6
o21bai_1 | 55 | 0.82
ha_1 | 751 | 19
a21boi_0 | 40 | 0.59
or3_1 | 52 | 0.64
nand2b_1 | 50 | 0.62
o31ai_1 | 60 | 0.89
nand2_1 | 885 | 6.6
nor4_1 | 49 | 0.61
nor2b_1 | 56 | 0.69
clkbuf_1 | 239 | 1.8
and3_1 | 44 | 0.54
o21ai_0 | 320 | 3.2
a221oi_1 | 30 | 0.52
a211oi_1 | 71 | 1.1
buf_1 | 47 | 0.35
inv_1 | 698 | 5.2
power by group through the flow:
stage	clock network, W	logic (W)	registers, W
CTS	0	0.000539	0
global route	0	0.000615	0
layer usage:
layer | share of wire [%] | global-route usage, % | vias up
li1 | - | - | 24900
met1 | 38 | 60.8 | 25800
met2 | 41 | 65.6 | 3440
met3 | 14 | 19.7 | 805
met4 | 7.2 | 26.7 | 10
met5 | 0.065 | 0.804 | -
cells by family (layout without fill, tap and decap cells):
kind of cell    Yosys count  in the layout
simple gates           2357           2357
compound gates         1958           1958
fa+ha+maj              1161           1161
buf+inv                1003            992
xor+xnor                440            440
mux                     120            120
other cells               0              9
cell usage in the layout, fill, tap and decap left out, types with 48 or more instances in the layout:
cell / n
fa_1: 410
a31oi_1: 91
nor4_1: 48
and2_1: 49
mux2i_1: 50
ha_1: 751
nor2_1: 629
nor3_1: 171
clkdlybuf4s50_1: 101
o21ai_0: 319
a21oi_1: 466
o21bai_1: 55
xor2_1: 168
o21a_1: 136
o31ai_1: 59
nand4_1: 59
a21o_1: 214
or3_1: 52
nor2b_1: 56
nand3_1: 161
xnor2_1: 272
mux2_2: 70
nand2_1: 885
nand2b_1: 50
buf_4: 186
a211oi_1: 71
o211ai_1: 78
inv_1: 686
worst max-delay path: cells and delay by family:
kind                     cells  cell delay (ps)
AND-OR/OR-AND              156            45230
adder cells (fa/ha/maj)     31             9850
buffers and inverters       21             5620
multiplexers                 4             1680
AND/OR/NAND/NOR             79            23280
path summary, 6_finish.rpt:
check	from	end	cells past startpoint
setup / recovery	EB[30]	flag	291
hold / removal	EA[28]	res[28]	7
Power and IR drop assume default switching activity.
