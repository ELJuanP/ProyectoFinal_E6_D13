==> design/flow/design.v <==
`timescale 1ns/1ns
module Memoria(
    input MemRead,
    input [31:0]Adress,
    input [31:0]WriteData,
    output reg[31:0]ReadData
);
reg [31:0] MEM1 [0:31];
always @*
begin
    if(MemRead!=0)
    begin
        MEM1[Adress] <= WriteData;
        ReadData <= 32'dx;
    end
    else
    begin
        ReadData <= MEM1[Adress];
    end
end
endmodule
==> design/flow/run.sh <==
#!/bin/bash
# OpenROAD 26Q1-2900-gdf79404cd8, Yosys 0.63+post, stock flow scripts
make -C /OpenROAD-flow-scripts/flow DESIGN_CONFIG=/design/flow/config.mk WORK_HOME=/design/flow/orfs finish
==> design/flow/config.mk <==
export PLATFORM = sky130hd
export DESIGN_NAME = Memoria
export DESIGN_NICKNAME = Memoria
export VERILOG_FILES = /design/flow/design.v
export SDC_FILE = /design/flow/constraint.sdc
export NUM_CORES = 4
export LEC_CHECK = 1
export CORE_UTILIZATION = 30
export SYNTH_HDL_FRONTEND = slang
==> design/flow/constraint.sdc <==
current_design Memoria

set clk_period 4.6
set clk_io_pct 0.2

create_clock -name clk0 -period $clk_period

set non_clock_inputs [all_inputs -no_clocks]
set_input_delay [expr $clk_period * $clk_io_pct] -clock clk0 $non_clock_inputs
set_output_delay [expr $clk_period * $clk_io_pct] -clock clk0 [all_outputs]
==> impl_metrics.ini <==
; synthesis and place-and-route metrics
[global_route]
grt_overflow = 0
grt_usage_pct = 17.2
grt_start_max_net_pins = 78
grt_pass1_vias = 15300
met1_usage_pct = 23.2
antenna_found_initial = 7
use_met2_pct = 29.4
use_met3_pct = 3.06
grt_pass1_wl_mm = 101
top_usage_layer = met2

[timing]
fin_setup_tns_ns = 0
untimed_endpoints = 1024
unclocked_pins = 1024
fmaxAchievable_mhz = 223
setup_viol = 0
period_used_pct = 97.5
hold_viol = 0
worst_slew_pin_slew_ns = 1.05
slew-limit-headroom_pct = 30.0
setup_slack_ns = 0.113
rsz0062_at_grt = no
fin_crit_ns = 4.49
drv_slew = 0

[cells_and_area]
area_growth_pct = 13.4
top_regs = MEM1 (1024)
drive_above_1_share_pct = 7.24
largest_register_ffs = 1024
fin_cells = 3209
ff_latch_area_sq_um = 15400
regMostFlops = MEM1
comb_area_sq_um = 7990
fillers = 7413

[die]
die_x_microns = 283
ios = 97
chip_area_sq_um = 80000
num_rows = 102
die_h_microns = 283
design.core.area_sq_um = 77700
fp_util_pct = 30.5

[critical_path]
arrival_ns = 3.57
cp-end-kind = primary output
setup.worst_path.class = primary input to primary output
cp_max_fo = 32
start_kind = primary input
required_ns = 3.68

[detailed_routing]
drt_iter0_markers = 875
drt_wl_total_mm = 68.1
drt_first_pass_iters = 6
wl_per_cell_microns = 21.2
via_per_inst = 4.98
drc_errors = 0
via_count = 16000
ant_nets = 0

[logic_synthesis]
netlist_instances = 2090
top_cells_by_area = dlxtp_1 65%, mux2i_1 22%, o22ai_1 6.8%
ys_warn_count = 0
top_area_share_pct = 65.0
yosysUniqueCellTypes = 26
yosys_area_sq_um = 23700
top_area_cell = dlxtp_1
ys.flops = 1024
netlist_area_sq_um = 23700
avgSynthCellArea_sq_um = 11.3
ys_cells = 2090

[clock_network]
post_cts_buffers = 0
cts_hold_buf = 0

[job]
tool_warnings = 32
drv_cap = 0

[placed_design]
pre_cts_ws_ns = -0.114
place.gp.congestion = 0.837
dp.cells = 3208
portBuffers = 97
dp_hpwl_mm = 42.0

[power]
p_per_area_nw_per_um2 = 34.7
vdd_drop_max_uv = 26.4
power.leakage_nw = 13.0

[run_status]
outcome = finished, final reports clean

[worst_hold_path]
hp-class = primary input to primary output
layout by cell type (no fill, tap or decap):
cell type	count
nor4b_1	1
or4b_2	4
mux2i_1	512
or4_2	1
nor3_4	1
dlymetal6s2s_1	1
buf_4	78
clkdlybuf4s50_1	95
nand2b_1	2
nand4b_1	4
or4_1	3
buf_12	31
nor2_4	28
or3b_2	2
dlxtp_1	1024
nand2_1	36
buf_8	1
o22ai_1	255
nand4_1	2
nand3b_1	2
nand3_1	1
or4_4	1
nand4bb_4	2
nand4bb_2	4
nor3_2	3
diode_2	1
o22ai_2	1
nor2_1	1
nor4_1	69
or3_1	3
synthesized netlist by cell type:
library cell / n
or4b_1: 4
or3_1: 3
nand2_1: 36
nor3_2: 1
o22ai_1: 256
mux2i_1: 512
nor4_1: 69
buf_2: 46
buf_4: 7
nand3_1: 1
clkbuf_8: 2
nor3_1: 3
nor2_1: 29
nand2b_1: 2
nand3b_1: 2
or4_4: 1
nand4b_1: 4
dlxtp_1: 1024
nand4_1: 2
nand4bb_1: 6
buf_6: 2
nor4b_1: 1
buf_1: 1
clkbuf_1: 70
or4_1: 4
or3b_2: 2
final timing paths:
path  depth (start not counted)  slack, ns           end      start
max                           9       0.11  ReadData[12]  Adress[2]
min                           6       2.93  ReadData[26]  Adress[1]
area by class of cell:
class / instances / area share [%]
Antenna cell: 1 / 0.00932
Sequential cell: 1024 / 57.2
Timing Repair Buffer: 206 / 8.13
Multi-Input combinational cell: 938 / 29.8
Tap cell: 1040 / 4.85
report_power, final:
part              internal [W]  switching (W)
Combinational         0.000371       0.000440
Clock          0.0000000000293              0
Sequential            0.000121              0
critical path, cell delays in order:
cell and delay [ns]:
clkdlybuf4s50_1 0.48, buf_12 0.20, or4b_2 0.68, buf_12 0.21, o22ai_1 0.23, nor4_1 0.12, buf_4 0.14, nand2_1 0.07
clkdlybuf4s50_1 0.48
what timing repair did:
| item | in CTS | in global routing |
|---|---|---|
| endpoints found under the setup margin | 2 | 7 |
| gates resized | 3 | 1 |
| gates cloned | 0 | 0 |
kinds of logic after synthesis:
kind of cell	share of synthesized area (%)
latches	65.0
mux	21.6
buf+inv	2.53
compound gates	6.76
simple gates	4.12
metal layers:
metal,routed length [microns],vias up
met2,33600,484
li1,-,7557
met4,1950,8
met1,28700,7811
met5,47,-
met3,3780,108
per-stage QoR:
stage / utilization, % / area (sq um) / hold slack, ns / total power (W)
CTS: 34.5 / 26900 / 2.95 / 0.000941
detailed placement: 34.5 / 26800 / 2.95 / 0.000937
finish: 34.6 / 26900 / 2.93 / 0.000933
global placement: 34.5 / 26800 / 2.97 / 0.000924
floorplan: - / 23700 / 2.24 / 0.000500
global route: 34.6 / 26900 / 2.99 / 0.000996
Power is estimated from default activity; no workload was simulated.
