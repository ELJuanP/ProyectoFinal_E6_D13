==> flow/design.v <==
`timescale 1ns/1ns
module Banco_Registros(
    input [4:0]ReadRegister1,
    input [4:0]ReadRegister2,
    input [31:0]WriteData,
    input [4:0]WriteRegister,
    input RegWrite,
    output reg[31:0]ReadData1,
    output reg[31:0]ReadData2
);
reg [31:0] BRM [0:31];
initial begin
    $readmemb("Banco.mem",BRM);
end
always @*
begin
    ReadData1 = BRM[ReadRegister1];
    ReadData2 = BRM[ReadRegister2];
    if (RegWrite)
    begin
        BRM[WriteRegister] <= WriteData;
    end
end
endmodule
==> flow/Banco.mem <==
00000000 
00000001 
00000010 
00000011 
00000100 
00000101 
00000110 
00000111 
00001000 
00001001 
00001010 
00001011 
00001100 
00001100
00001110
00001111
00010000
00010001
00010010
00010011
00010100
00010101
00010110
00010111
00011000
00011001
00011010
00011011
00011100
00011101
00011110
00011111
==> flow/run.sh <==
#!/bin/bash
# OpenROAD 26Q1-2900-gdf79404cd8, Yosys 0.63+post, stock flow scripts
make -C /OpenROAD-flow-scripts/flow DESIGN_CONFIG=/design/flow/config.mk WORK_HOME=/design/flow/orfs finish
==> flow/config.mk <==
export PLATFORM = sky130hd
export DESIGN_NAME = Banco_Registros
export DESIGN_NICKNAME = Banco_Registros
export VERILOG_FILES = /design/flow/design.v
export SDC_FILE = /design/flow/constraint.sdc
export NUM_CORES = 4
export LEC_CHECK = 1
export CORE_UTILIZATION = 30
export SYNTH_HDL_FRONTEND = slang
==> flow/constraint.sdc <==
current_design Banco_Registros

set clk_period 5.0
set clk_io_pct 0.2

create_clock -name clk0 -period $clk_period

set non_clock_inputs [all_inputs -no_clocks]
set_input_delay [expr $clk_period * $clk_io_pct] -clock clk0 $non_clock_inputs
set_output_delay [expr $clk_period * $clk_io_pct] -clock clk0 [all_outputs]
==> flow_summary.ini <==
; yosys + openroad results
[critical_path]
start_kind = input port
worstPathRequired_ns = 4.00
crit_type = input port to output pin
crit_chain = clkdlybuf4s50_1, nor2b_4, buf_12, buf_4, a22o_1, nor3_1, a31oi_1, nand3_1, clkdlybuf4s50_1
critPathBufInv = 4
max_stage_delay_ns = 0.62
worst_path_max_delay_cell = clkdlybuf4s50_1
critPathTopFamily = buffers and inverters
end_kind = output pin
cp_max_fo = 31
path_common_cell = clkdlybuf4s50_1
worstPathArrival_ns = 3.62

[global_route]
grt_overflow = 0
grt_pass1_vias = 25700
grt_max_degree = 66
grt_pass1_wl_mm = 173
grt_usage_pct = 21.3
antenna_found_initial = 15

[power]
p_switching_w = 0.000984
p_sw_share_pct = 53.8
finalPower_w = 0.00183
intPower_w = 0.000845
powerDensity_mw_per_mm2 = 49.3
power_frac_comb_pct = 90.8
leakage_nw = 17.8
clkPwrFrac_pct = 0
pwr-share-seq_pct = 9.2
peakVddDrop_mv = 0.0399

[die]
floorplan.core_util_pct = 30.2
die_x_um = 336
std_cell_rows = 122
core_area_mm2 = 0.111
chipArea_mm2 = 0.113
ioPinCount = 112
dieHeight_um = 336

[final_layout]
fill_cells = 11000
layout-drive-gt1-share_pct = 6.64
synthToLayoutAreaGrowth_pct = 10.9
logic_area_mm2 = 0.0168
fin_cells = 4910
top_regs = BRM (1024)
largest_reg_flops = 1024
ff_latch_area_mm2 = 0.0154
top_register = BRM

[yosys]
yosysWarnings = 0
synth_top_area_share_pct = 46.1
ys.flops = 1024
ys_area_mm2 = 0.0334
synthTopCellsByArea = dlxtp_1 (46%), mux2i_1 (31%), a22oi_1 (4.3%)
ys_types = 23
synth-cells-yosys = 3386
synthCells = 3386
syn_area_mm2 = 0.0334
top_area_cell = dlxtp_1
syn_avg_cell_area_um2 = 9.87

[detailed_routing]
drc_errors = 0
wl_mm = 119
avgRoutedWirePerCell_um = 24.3
route.vias.total = 26600
antenna_left = 0
first_pass_iters = 5
avgViaCountPerCell = 5.41
first_iter_violations = 1873

[timing]
finalHoldViolations = 0
drv_slew = 0
clock.fmax_ghz = 0.216
min_period_ns = 4.62
unconstrained_endpoints = 1024
finalCritPeriodShare_pct = 92.5
finalSetupViolCount = 0
rsz0062_at_grt = false
slew-limit-headroom_pct = 35.2
fin_ws_ns = 0.376
worstMarginPinSlew_ns = 0.969
finalSetupTns_ns = 0
unclocked_regs = 1024

[flow_run]
warning_count = 32
maxCapViolations = 0

[placed_design]
dp.cells = 4907
hpwl_mm = 75.4
routabilityCongestion = 0.906
dp_worst_setup_slack_ns = 0.393
io_buffers = 112

[clocking]
post_cts_buffers = 0
postCtsResizedCells = 0
cts-hold-fix-buffers = 0

[outcome]
run_status = completed

[hold_path]
hp-class = input port to output pin
synth_stat cells:
library cell and instances:
nor3_1 64, nor2_1 35, a21oi_1 192, or2_2 2, a22o_1 128, dlxtp_1 1024
and2_1 2, or3_1 1, a31oi_1 64, nand2b_1 4, buf_6 45, nand3_1 194
buf_4 47, nand2_1 195, buf_1 4, or3b_2 3, clkbuf_4 4, clkbuf_1 83
mux2i_1 1024, buf_2 70, nor2b_1 4, a22oi_1 192, nand3b_1 5
tightest hold or removal path, stage by stage:
cell and delay (ns):
buf_8 0.17, mux2i_1 0.18, nand2_1 0.06, nand3_1 0.06
nand3_1 0.17, clkdlybuf4s50_1 0.46
per-layer routing:
layer,vias to the layer above,track usage (%),share of wire [%]
met4,32,6.43,3.9
met5,-,0,0.17
met1,12900,28.6,42
met3,244,5.52,8.3
li1,12400,-,-
met2,1036,34.0,46
layout by cell type (no fill, tap or decap), types with 49 or more instances in the layout:
| cell | instances |
|---|---|
| a22oi_1 | 192 |
| buf_12 | 49 |
| mux2i_1 | 1024 |
| a22o_1 | 128 |
| clkdlybuf4s50_1 | 110 |
| nand3_1 | 194 |
| buf_4 | 125 |
| dlxtp_1 | 1024 |
| a31oi_1 | 64 |
| nor3_1 | 64 |
| a21oi_1 | 192 |
| nand2_1 | 193 |
power groups by stage:
stage         registers, W  clock network [W]  logic (W)
finish            0.000169    0.0000000000788    0.00166
global route      0.000170                  0    0.00175
CTS               0.000169                  0    0.00165
path summary, 6_finish.rpt:
check	cells after the start	end	slack [ns]	startpoint
max	9	ReadData1[5]	0.38	ReadRegister1[2]
min	6	ReadData1[8]	3.14	ReadRegister1[1]
through the flow:
step	cell area, um2	util (%)	hold WS, ns
floorplan	33400	-	2.26
global placement	37100	33.5	3.19
detailed placement	37100	33.5	3.19
CTS	37100	33.5	3.20
global route	37100	33.5	3.27
finish	37100	33.5	3.14
cell families after synthesis:
family                 count (synthesis)  synth area share (%)
muxes                               1024                  30.7
latches                             1024                  46.1
AOI/OAI and AO/OA                    576                  11.7
and+or+nand+nor                      509                  6.88
buffers and inverters                253                  4.69
final cells by class:
| type | count | share of cell area [%] |
|---|---|---|
| well taps | 1488 | 5.02 |
| diodes | 3 | 0.0202 |
| repair buffers | 286 | 8.23 |
| multi-input cells | 2109 | 45.3 |
| flip-flops and latches | 1024 | 41.5 |
No activity file was given, so power comes from the tool's default toggle rates.
